[design/flow/design.v]
module register_file(
  clk,
  r1_addr,
  r1_data,
  r2_addr,
  r2_data,
  wr_addr,
  wr_data,
  reg_write
  );
  input clk;                             
  input [4:0]  r1_addr;                  
  input [4:0]  r2_addr;                  
  input [4:0]  wr_addr;                  
  input [31:0] wr_data;                  
  input reg_write;                       
  output [31:0] r1_data;                 
  output [31:0] r2_data;                 
  reg [31:0] reg_file [31:0];        
  assign r1_data = reg_file[r1_addr];    
  assign r2_data = reg_file[r2_addr];    
  integer i;
  initial begin     
    for(i = 0; i < 32; i = i+1) begin
      reg_file[i] = 0;
    end
  end
  always @(posedge clk) begin
    if (reg_write) begin
      reg_file[wr_addr] <= wr_data;
    end
  end
endmodule
[design/flow/run.sh]
#!/bin/bash
# OpenROAD 26Q1-2900-gdf79404cd8, Yosys 0.63+post, stock flow scripts
make -C /OpenROAD-flow-scripts/flow DESIGN_CONFIG=/design/flow/config.mk WORK_HOME=/design/flow/orfs finish
[design/flow/config.mk]
export PLATFORM = sky130hd
export DESIGN_NAME = register_file
export DESIGN_NICKNAME = register_file
export VERILOG_FILES = /design/flow/design.v
export SDC_FILE = /design/flow/constraint.sdc
export NUM_CORES = 4
export LEC_CHECK = 1
export CORE_UTILIZATION = 30
[design/flow/constraint.sdc]
current_design register_file

set clk_period 8.5
set clk_io_pct 0.2

create_clock -name clk0 -period $clk_period [get_ports {clk}]

set non_clock_inputs [all_inputs -no_clocks]
set_input_delay [expr $clk_period * $clk_io_pct] -clock clk0 $non_clock_inputs
set_output_delay [expr $clk_period * $clk_io_pct] -clock clk0 [all_outputs]
==> ci_impl_report.md <==
### Yosys + OpenROAD results

| Metric | Value |
|---|---|
| Per-instance average area after synthesis | 14.4 sq um |
| Share of the clock period used by the worst path after layout | 79.1% |
| Unrepaired setup endpoints after global routing | no |
| Area of all placed cells without fillers | 55900 sq um |
| Register area | 30700 sq um |
| Area used by multi-input combinational logic | 16800 sq um |
| Class of the worst hold path | input pin to register |
| Global placer's final weighted congestion | 0.869 |
| OpenROAD warnings | 26 |
| Number of antenna violations at the first check in global routing | 6 |
| Count of antenna-violating nets left after detailed routing | 0 |
| WL per Instance | 27.5 um |
| Clock-pin slew on the worst setup and hold paths | 0.06 ns |
| Cell total in the yosys stat output | 3386 |
| Overall die area | 164000 sq um |
| Clock tree from TritonCTS | done |
| Top reg by flops | reg_file |
| Leakage power of the design | 20.1 nW |
| Final worst path period need | 6.72 ns |
| Largest fanout of any net on the critical path | 24 |
| DRT iter0 DRCs | 2133 |
| Count of synthesis-stage warnings from yosys | 1 |
| Via count of the first global-routing pass | 32200 |
| Standard cell area after detailed placement | 52600 sq um |
| Tot GR Track Use | 20.0% |
| Initial Util | 30.3% |
| Clock Sinks | 1024 |
| Total negative setup slack | 0 ns |
| Power Density | 200 nW/um^2 |
| Die height | 405 um |
| Setup violators final | 0 |
| Max-cap violation count | 0 |
| Area of the core | 161000 sq um |
| Final Power | 11.2 mW |
| Post-detailed-routing wire length | 157000 um |
| Required time reported for the critical path endpoint | 6.80 ns |
| FMAX | 149 MHz |
| DR pass1 iterations | 6 |
| Final hold violation count | 0 |
| Cell types with the largest area share after synthesis | sky130_fd_sc_hd__edfxtp_1, sky130_fd_sc_hd__mux2i_1, sky130_fd_sc_hd__a22oi_1 |
| Global-route wire length before repair | 224000 um |
| Vias per std cell | 5.43 |
| Grt ovf | 0 |
| Number of flip-flops under the largest register name | 1024 |
| Relative slew slack | 31.5% |
| Type of the worst setup path | input pin to output pin |
| Data arrival, critical path | 5.02 ns |
| Residual DRC count | 0 |
| IO Count | 113 |
| Largest registers | reg_file (1024) |
| Total of buffers placed on input and output ports | 112 |
| Number of post-CTS setup repair buffers | 0 |
| Post-synthesis instance area | 48800 sq um |
| Yosys-reported design area after synthesis | 48800 sq um |
| Pin count of the biggest net entering global routing | 92 |
| Tally of unique sky130hd cells used after synthesis | 23 |
| Sort of element at the end of the critical path | output pin |
| Worst-Margin Slew | 1.03 ns |
| Dominant cell area share | 63.0% |
| Filler cell count in the final layout | 15200 |
| Horiz. Die Dim | 405 um |
| Placed wire-length estimate after detailed placement | 87700 um |
| FP Rows | 147 |
| Master cell of the clock root buffer | sky130_fd_sc_hd__clkbuf_16 |
| Number of max-slew violations in the final report | 0 |
| Quantity of hold-fixing buffers added after cts | 0 |
| Worst-case clock buffer depth | 3 |
| Synthesized flop and latch total | 1024 |
| Fraction of the yosys area taken by sequential cells | 63.0% |
| Worst vdd ir | 0.166 mV |
| Layout cells sized above 1 | 9.01% |
| DR vias | 31100 |
| Total clock buffers created by CTS | 101 |
| Largest area contributor in the synthesized netlist | sky130_fd_sc_hd__edfxtp_1 |
| N_diodes | 0 |
| Outcome | complete, no violations |
| Number of standard cells after synthesis | 3386 |
| Area overhead of the layout relative to synthesis | 14.6% |
| Resized Gates After CTS | 0 |
| Type of element launching the critical path | input pin |
| CTS H-tree lvls | 3 |
per-stage QoR:
step	worst slack (ns)	instances	utilization, %	hold WS [ns]
5_1_grt	1.65	5722	34.7	1.83
3_3_place_gp	1.78	5539	32.7	2.53
6_report	1.78	5722	34.7	1.81
4_1_cts	1.76	5722	34.7	1.77
2_1_floorplan	4.04	3386	-	1.80
3_5_place_dp	1.73	5539	32.7	2.54
area by class of cell:
class	count	share of cell area [%]
clock buffers	122	4.70
clock inverters	61	1.17
multi-input cells	2109	30.0
flip-flops and latches	1024	55.0
well taps	2160	4.83
repair buffers	246	4.27
cell usage in the layout, fill, tap and decap left out:
cell type | Yosys | routed
sky130_fd_sc_hd__buf_4 | 47 | 114
sky130_fd_sc_hd__nand2_2 | 0 | 2
sky130_fd_sc_hd__inv_6 | 0 | 1
sky130_fd_sc_hd__a21oi_1 | 192 | 192
sky130_fd_sc_hd__or3b_2 | 3 | 3
sky130_fd_sc_hd__nand2_1 | 195 | 193
sky130_fd_sc_hd__clkinv_16 | 0 | 2
sky130_fd_sc_hd__buf_12 | 0 | 20
sky130_fd_sc_hd__or2_2 | 2 | 2
sky130_fd_sc_hd__a22oi_1 | 192 | 192
sky130_fd_sc_hd__clkinv_8 | 0 | 1
sky130_fd_sc_hd__or3_1 | 1 | 1
sky130_fd_sc_hd__and2_4 | 0 | 2
sky130_fd_sc_hd__clkbuf_16 | 0 | 102
sky130_fd_sc_hd__nor2_1 | 35 | 1
sky130_fd_sc_hd__nand2b_2 | 0 | 4
sky130_fd_sc_hd__clkinv_4 | 0 | 1
sky130_fd_sc_hd__buf_8 | 0 | 2
sky130_fd_sc_hd__nor2b_4 | 0 | 4
sky130_fd_sc_hd__bufinv_16 | 0 | 12
sky130_fd_sc_hd__a22o_1 | 128 | 128
sky130_fd_sc_hd__clkinv_1 | 0 | 29
sky130_fd_sc_hd__nand3_1 | 194 | 194
sky130_fd_sc_hd__clkbuf_1 | 86 | 20
sky130_fd_sc_hd__clkdlybuf4s50_1 | 0 | 110
sky130_fd_sc_hd__a31oi_1 | 64 | 64
sky130_fd_sc_hd__mux2i_1 | 1024 | 1024
sky130_fd_sc_hd__nor2_4 | 0 | 34
sky130_fd_sc_hd__edfxtp_1 | 1024 | 1024
sky130_fd_sc_hd__inv_16 | 0 | 1
sky130_fd_sc_hd__nor3_1 | 64 | 64
sky130_fd_sc_hd__clkinv_2 | 0 | 14
sky130_fd_sc_hd__nand3b_1 | 5 | 5
cell families (layout without fill, tap and decap cells):
| logic type | after synthesis | after routing | synth area share, % |
|---|---|---|---|
| AND/OR/NAND/NOR | 509 | 509 | 4.71 |
| buffers and inverters | 253 | 429 | 3.21 |
| AND-OR/OR-AND | 576 | 576 | 8.04 |
| multiplexers | 1024 | 1024 | 21.0 |
| flip-flops | 1024 | 1024 | 63.0 |
layer usage:
metal  track usage, %  share of wire [%]  vias up
met1             24.0                 36    15400
met4             6.89                4.2       10
met2             30.2                 46     1785
met3             12.0                 14      318
met5            0.149              0.029        -
li1                 -                  -    13600
Yosys cell counts, drive strengths merged:
cell / count
nand3b: 5
and2: 2
nor3: 64
or3b: 3
or2: 2
nand2b: 4
a21oi: 192
mux2i: 1024
nand2: 195
buf: 163
a22oi: 192
nor2b: 4
clkbuf: 90
a31oi: 64
or3: 1
nand3: 194
a22o: 128
edfxtp: 1024
nor2: 35
worst max-delay path: stages:
cell                              delay, ns
sky130_fd_sc_hd__clkdlybuf4s50_1       0.62
sky130_fd_sc_hd__nor2b_4               0.89
sky130_fd_sc_hd__buf_4                 0.50
sky130_fd_sc_hd__a22o_1                0.18
sky130_fd_sc_hd__nor3_1                0.05
sky130_fd_sc_hd__a31oi_1               0.39
sky130_fd_sc_hd__nand3_1               0.21
sky130_fd_sc_hd__clkdlybuf4s50_1       0.46
worst paths after layout:
check  slack (ns)                    endpoint  cells after the start   startpoint
min          1.81  reg_file[25][17]$_DFFE_PP_                      2  wr_data[17]
max          1.78                  r1_data[1]                      8   r1_addr[0]
report_power, final:
part	total, mW	internal [mW]	switching, mW
clock network	4.49	2.56	1.92
registers	5.64	5.62	0.0239
logic	1.05	0.393	0.655
total	11.2	8.58	2.60
Power and IR drop assume default switching activity.
